## flow/config.mk

```make
export PLATFORM = sky130hd
export DESIGN_NAME = ac
export DESIGN_NICKNAME = ac
export VERILOG_FILES = /design/flow/design.v
export SDC_FILE = /design/flow/constraint.sdc
export NUM_CORES = 4
export LEC_CHECK = 1
export CORE_AREA = 10 10 70 70
export DIE_AREA = 0 0 80 80
```

## flow/run.sh

```bash
#!/bin/bash
# OpenROAD 26Q1-2900-gdf79404cd8, Yosys 0.63+post, stock flow scripts
make -C /OpenROAD-flow-scripts/flow DESIGN_CONFIG=/design/flow/config.mk WORK_HOME=/design/flow/orfs finish
```

## flow/design.v

```verilog
module ac (
    input clk,
    input en,  
    input trans,  
    output out
);
reg [3:0] _cnt;
always @(posedge clk) begin
    if (en && !trans) begin
        if (_cnt < 9) begin
            _cnt <= _cnt + 1;  
        end
    end
    else begin
        if (_cnt > 0) begin
            _cnt <= _cnt - 1;  
        end
    end
end
assign out = (trans && (_cnt > 3));
endmodule
```

## flow/constraint.sdc

```tcl
current_design ac

set clk_period 3.6
set clk_io_pct 0.2

create_clock -name clk0 -period $clk_period [get_ports {clk}]

set non_clock_inputs [all_inputs -no_clocks]
set_input_delay [expr $clk_period * $clk_io_pct] -clock clk0 $non_clock_inputs
set_output_delay [expr $clk_period * $clk_io_pct] -clock clk0 [all_outputs]
```

==> impl_metrics.py <==
# Synthesis and PnR figures
metrics = {
    "status": {
        "status": "completed",
    },
    "clock_network": {
        "cts_hold_buf": 0,
        "root_buffer": "clkbuf_4",
        "numClockSinks": 4,
        "htreeDepth": 1,
        "cts_setup_buffers": 0,
        "cts_buffers": 3,
        "insertion_delay_ns": 0.23,
        "clk_pin_slew_ns": 0.04,
        "cts_resized": 0,
        "clock_path_buffers": 2,
        "cts_tree": "yes",
    },
    "drt": {
        "drc": 0,
        "ant_nets": 0,
        "drtIter0Drc": 8,
        "drt_pre_antenna_iters": 2,
        "vias_per_cell": 2.24,
        "routed_wl_um": 430,
        "antennaDiodeCount": 0,
        "vias": 161,
        "wl_per_cell_um": 5.97,
    },
    "yosys": {
        "yosys.stat.seqShare": 0.459,
        "syn-cell-area_um2": 262,
        "synthCells": 20,
        "synth_warnings": 1,
        "ys_types": 14,
        "yosysCellCount": 20,
        "ys.flops": 4,
        "ys_area_um2": 262,
        "synth.avg_cell_area_um2": 13.1,
    },
    "cells_and_area": {
        "drive_above_1_share": 0.269,
        "fin_area_um2": 372,
        "reg_top3": "_cnt: 4 flops",
        "syn_to_final_growth_pct": 42.1,
        "largest_reg_flops": 4,
        "fin_util": 0.109,
        "max_flop_register": "_cnt",
    },
    "final_timing": {
        "holdWs_ns": 0.631,
        "slew_headroom": 0.767,
        "rsz0062_at_grt": "false",
        "final.setup_skew_ns": 0.00106,
        "fmax_mhz": 400,
        "finalHoldViolCount": 0,
        "post-route-period-util": 0.695,
        "fin_crit_ns": 2.50,
        "fin_tns_setup_ns": 0,
        "tightest_slew_ns": 0.348,
        "slew_violations": 0,
        "setup_violations": 0,
    },
    "power_and_ir_drop": {
        "p_leak_nw": 0.126,
        "vdd_drop_max_mv": 0.103,
        "p_per_area_nw_per_um2": 742,
    },
    "setup_path": {
        "rr_worst_depth": 3,
        "end_kind": "output pin",
        "cp.depth": 3,
        "crit_arrival_ns": 1.78,
        "critPathMaxFanout": 2,
        "cp.required_ns": 2.88,
        "path_cells": "clkdlybuf4s50_1 -> o21a_1 -> clkdlybuf4s50_1",
        "crit_path_max_incr_delay_ns": 0.47,
        "cp_num_buf_inv": 2,
        "crit_top_cell": "clkdlybuf4s50_1",
        "slowest_stage": "clkdlybuf4s50_1",
        "crit_family": "buffers and inverters",
        "path_class": "in2out",
        "start_kind": "primary input",
    },
    "floorplanning": {
        "rows": 21,
        "fp.coreArea_um2": 3420,
        "dieArea_um2": 6400,
        "fp.dieW_um": 80,
        "fp_util": 0.0766,
        "die-height_um": 80,
        "io_pins": 4,
    },
    "global_route": {
        "antenna_found_initial": 0,
        "grt_pass1_vias": 174,
        "grt_max_degree": 5,
        "grtUsageTotal": 0.0123,
        "gr-total-overflow": 0,
        "grt_pass1_wl_um": 648,
    },
    "hold_path": {
        "hold_class": "reg2reg",
        "hold_depth": 1,
    },
    "placed_design": {
        "place_hpwl_um": 347,
        "place_congestion": 0.765,
        "io_buffers": 3,
        "placed_area_um2": 349,
    },
    "job": {
        "drv_cap": 0,
        "warnings": 25,
    },
}
[power by group]
part	internal [W]	switching [W]
Sequential	0.0000952	0.0000272
Clock	0.0000372	0.0000164
Combinational	0.0000581	0.0000417
Total	0.000190	0.0000852
[layout by cell type, fill, tap and decap left out, drive strengths merged]
cell type and instances:
edfxtp 4, clkbuf 3, clkdlybuf4s50 3, inv 2, xnor2 2, ha 2
and2b 1, a21o 1, a21oi 1, xor2 1, or3 1, nor3 1
nand3 1, nor2b 1, o21a 1, fa 1
[worst reg2reg max path: stages (launching register included)]
cell,delay [ns]
edfxtp_1,0.44
or3_4,0.42
nand3_2,0.07
nor2b_1,0.32
[stage by stage]
step	std cells	power (W)	setup WS, ns
after global placement	69	0.000222	1.06
after CTS	72	0.000283	1.06
after detailed placement	69	0.000225	1.04
final	72	0.000276	1.10
after floorplan	20	0.000195	1.61
after global routing	72	0.000296	1.04
[final timing paths]
| check | from | end | slack, ns |
|---|---|---|---|
| worst max-delay path | trans | out | 1.10 |
| worst min-delay path | _cnt[0] | _cnt[0] | 0.63 |
| worst max register to register | _cnt[0] | _cnt[3] | 2.01 |
| worst min register to register | _cnt[0] | _cnt[0] | 0.63 |
[cell usage after synthesis]
cell type  count  area (um^2)
inv_1          2         7.51
fa_1           1         20.0
edfxtp_1       4          120
xor2_1         1         8.76
ha_1           2         25.0
and2b_2        1         8.76
a21o_2         1         8.76
nor3_1         1         5.00
nand3_2        1         10.0
nor2b_1        1         6.26
or3_4          1         11.3
a21oi_1        1         5.00
xnor2_1        2         17.5
o21a_1         1         7.51
[cell type report]
type / instances / area (um^2)
sequential: 4 / 120
fill: 398 / 3040
tap: 46 / 57.6
multi-input combinational: 14 / 134
clock buffer: 3 / 22.5
timing repair buffer: 3 / 30.0
inverter: 2 / 7.51
[cells by family (layout without fill, tap and decap cells)]
kind of cell	count (synthesis)	in the layout	share of synthesized area
fa+ha+maj	3	3	0.172
xor+xnor	3	3	0.100
buf+inv	2	8	0.0287
simple gates	5	5	0.158
compound gates	3	3	0.0813
flops	4	4	0.459
[layer usage]
layer	global-route usage	wire length (um)
met5	0	0
met4	0.0123	26
met3	0.00909	19
met2	0.0152	183
met1	0.0128	201
Power is estimated from default activity; no workload was simulated.
