===== config.mk =====
export PLATFORM = sky130hd
export DESIGN_NAME = ff
export DESIGN_NICKNAME = ff
export VERILOG_FILES = /design/flow/design.v
export SDC_FILE = /design/flow/constraint.sdc
export NUM_CORES = 4
export LEC_CHECK = 1
export CORE_AREA = 10 10 70 70
export DIE_AREA = 0 0 80 80

===== constraint.sdc =====
current_design ff

set clk_period 1.3
set clk_io_pct 0.2

create_clock -name clk0 -period $clk_period [get_ports {clk}]

set non_clock_inputs [all_inputs -no_clocks]
set_input_delay [expr $clk_period * $clk_io_pct] -clock clk0 $non_clock_inputs
set_output_delay [expr $clk_period * $clk_io_pct] -clock clk0 [all_outputs]

===== design.v =====
module ff (
    input clk,
    input rst_l,
    input set_l,
    input tog_p,
    input rst_p,
    input set_p,
    output q,
    output q_n
);
reg prev_rst_p;
reg prev_set_p;
reg prev_tog_p;
reg q_int;
assign q = q_int;
assign q_n = !q_int;
always @(posedge clk) begin
    prev_rst_p <= rst_p;
    prev_set_p <= set_p;
    prev_tog_p <= tog_p;
    if (rst_l) begin
        q_int <= 1'b0;
    end
    else if (set_l) begin
        q_int <= 1'b1;
    end
    else if (!prev_rst_p && rst_p) begin
        q_int <= 1'b0;
    end
    else if (!prev_set_p && set_p) begin
        q_int <= 1'b1;
    end
    else if (!prev_tog_p && tog_p) begin
        q_int <= !q_int;
    end
end
endmodule

===== run.sh =====
#!/bin/bash
# OpenROAD 26Q1-2900-gdf79404cd8, Yosys 0.63+post, stock flow scripts
make -C /OpenROAD-flow-scripts/flow DESIGN_CONFIG=/design/flow/config.mk WORK_HOME=/design/flow/orfs finish

==> summary.txt <==
flow finished, numbers: Ant. Diodes=0, EDFF count, synth=0, Core Util, Final=0.08315, Adder Area Share=0, worst slew pin tran=0.2319 ns, Synth top cell by count=dfxtp_1, CP Launch Type=register, Synth Flop Type=dfxtp_1, Final Non-Filler Cells=67, storage element area=81.33 um^2, met1 WL=227 um, Synth Area per Inst=12.28 um^2, Die H=80 um, FP Core Util=0.03956, Distinct cells, synth=7, routed wl met3=45 um, layout overhead on the synthesized area=110.2%, HPWL after DPL=348.7 um, xor+xnor area frac=0.06481, VDD IR max=0.3960 mV, GP Congestion=0.6912, PortBufs=7, Final Hold Vio Count=0, vias per cell=1.612, CTS H-tree depth=1, CTS tree=built, WL/cell=6.313 um, Async SR Flop Fraction=0, Synth flops=4, Total GRT Usage=0.01320, die area=6400 um^2, maxcap violations=0, Yosys chip area=135.1 um^2, Max clock buf depth=2, Root Driver=clkbuf_4, vias=108, area of the multi-input gates=47.55 um^2, RSZ-0062 raised after global routing=no, DRC viols=0, warnings from Yosys=1, met2 WL=150 um, total tool warning count=25, Main area contributors=dfxtp_1 59%, nor2b_4 10%, a211oi_2 9.3%, Pwr Total=0.0003265 W, number of CTS-inserted buffers=3, cts hold-fix bufs=0, CP endpoint kind=primary output, io pins=8, final setup TNS=0 ns, worst hold slack=0.5027 ns, run status=finished clean, initial antenna violation count=0, clock tree sinks=4, worst-path maximum fanout=3, Worst EP arrival=0.84 ns, first-pass GRT wire length=593 um, Final period util=0.8443, die width=80 um, post-synth top area share=0.5926, Seq/Total Area, Yosys=0.5926, Fillers=405, ys cells=11, Total Wirelength=423 um, vias in the first global route=116, Leak=0.1010 nW, dpl cells=64, top sig layer=met3, yosys simple share=0.1574, DRT antenna net count=0, final-report max-slew violation count=0, initial DRC count=0, AO/OA Area Share=0.1296, Power Dens Cells=1150 nW/um^2, core area=3416 um^2, min cycle time layout=1.098 ns, Layout Skew=0.003424 ns, Tightest Hold Check Type=in -> reg, Required @ worst endpoint=1.04 ns, Site Rows=21, cells after synthesis=11, Top non-seq family=simple AND/OR/NAND/NOR gates, clock latency (worst-skew pair)=0.23 ns, commonest cells in the netlist=4 x dfxtp_1, 2 x inv_1, Mapped Area=135.1 um^2, GRT overflow=0, crit path kind=reg -> out, Post-CTS Setup Bufs=0, cell type with the largest total area=dfxtp_1, DR pass1 iterations=1, f_max=0.9111 GHz, # setup viols final=0, clock-pin transition on the worst setup and hold timing paths=0.04 ns, Post-synth mux share=0, largest net degree at the start of global routing=4, share of layout cells above drive strength 1=0.2857, Max-slew headroom=0.8451
==> logic make-up (layout without fill, tap and decap cells) <==
family / count (synthesis) / in the layout
compound gates: 2 / 2
xor+xnor: 1 / 1
buf+inv: 2 / 12
flops: 4 / 4
simple gates: 2 / 2
==> metal layers <==
metal  up-vias  global-route usage
met5         -                   0
met4         0            0.005282
met3         0             0.01250
met2         8             0.01364
met1        45             0.01730
li1         55                   -
==> registers in the layout (all words and copies together) (netlist names) <==
register,flops
prev_rst_p,1
q_int,1
prev_tog_p,1
prev_set_p,1
==> power by group <==
| group | switching, W | internal [W] | leakage, nW | total [W] |
|---|---|---|---|---|
| logic | 0.0000120 | 0.0000276 | 0.0533 | 0.0000396 |
| registers | 0.00000427 | 0.000132 | 0.0339 | 0.000136 |
| clock network | 0.0000475 | 0.000103 | 0.0138 | 0.000151 |
| total | 0.0000638 | 0.000263 | 0.101 | 0.000327 |
==> worst paths after layout <==
path,from,to,slack [ns],cells after the start
worst min-delay path,rst_p,prev_rst_p,0.50,1
worst max-delay path,q_int,q_n,0.20,2
worst min register to register,prev_rst_p,q_int,0.57,2
worst max register to register,prev_tog_p,q_int,0.51,3
==> what timing repair did <==
item / 4_1_cts / 5_1_grt
hold endpoints to repair: 0 / 0
resized: 3 / 0
endpoints found under the setup margin: 2 / 0
==> metrics by stage <==
step	setup WS, ns	cell area, um^2
final	0.2024	284.0
after floorplan	0.5743	135.1
after global routing	0.1656	284.0
after global placement	0.02062	262.8
after CTS	0.1793	284.0
after detailed placement	0.03150	262.8
==> cells in the final DEF (no fill, tap or decap) <==
| cell type | synthesis | layout |
|---|---|---|
| a211oi_2 | 1 | 1 |
| a21oi_1 | 1 | 1 |
| clkbuf_4 | 0 | 3 |
| clkdlybuf4s50_1 | 0 | 5 |
| dfxtp_1 | 4 | 3 |
| dfxtp_2 | 0 | 1 |
| dlygate4sd2_1 | 0 | 2 |
| inv_1 | 2 | 2 |
| nor2b_4 | 1 | 1 |
| nor3b_1 | 1 | 1 |
| xnor2_1 | 1 | 1 |
==> final cells by class <==
cell class                 instances  area share
clock buffer                       3     0.07930
sequential                         4      0.2863
tap                               46      0.2026
multi-input combinational          5      0.1674
inverter                           2     0.02643
timing repair buffer               7      0.2379
==> critical path, cell delays in order, from the launching register on <==
cell	delay [ns]
dfxtp_2	0.33
inv_1	0.04
dlygate4sd2_1	0.24
Power and IR drop assume default switching activity.
